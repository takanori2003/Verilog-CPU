### flow/config.mk
export PLATFORM = sky130hd
export DESIGN_NAME = EX_MEM_Register
export DESIGN_NICKNAME = EX_MEM_Register
export VERILOG_FILES = /design/flow/design.v
export SDC_FILE = /design/flow/constraint.sdc
export NUM_CORES = 4
export LEC_CHECK = 1
export CORE_AREA = 10 10 130 130
export DIE_AREA = 0 0 140 140
### flow/constraint.sdc
current_design EX_MEM_Register

set clk_period 1.0
set clk_io_pct 0.2

create_clock -name clk0 -period $clk_period [get_ports {clk}]

set non_clock_inputs [all_inputs -no_clocks]
set_input_delay [expr $clk_period * $clk_io_pct] -clock clk0 $non_clock_inputs
set_output_delay [expr $clk_period * $clk_io_pct] -clock clk0 [all_outputs]
### flow/design.v
`timescale 1ns/10ps
module D_FF (q, d, reset, clk);
	output reg q;
	input d, reset, clk;
	always_ff @(posedge clk)
	if (reset)
	q <= 0;  
	else
	q <= d;  
endmodule
module EX_MEM_Register(address_MEM, Rd_ALU_mux_MEM, RegWrite_MEM, MemtoReg_MEM, MemRead_MEM,
		Rd_MEM, MemWrite_MEM, address_EX,Rd_ALU_mux_EX, RegWrite_EX, MemtoReg_EX, MemRead_EX, Rd_EX, MemWrite_EX, clk, reset);
	output logic [63:0] address_MEM, Rd_ALU_mux_MEM;
	output logic RegWrite_MEM, MemtoReg_MEM, MemRead_MEM, MemWrite_MEM;
	output logic [4:0] Rd_MEM;
	input logic  [63:0] address_EX,Rd_ALU_mux_EX;
	input logic RegWrite_EX, MemtoReg_EX, MemRead_EX, MemWrite_EX;
	input logic [4:0] Rd_EX;
	input logic clk, reset;
	adjustRegister  #(64) adjReg0 (.out(Address_MEM), .in(Address_EX), .reset, .clk);
	adjustRegister  #(64) adjReg1 (.out(Rd_ALU_mux_MEM), .in(Rd_ALU_mux_EX), .reset, .clk);
	oneRegister Reg0(.out(RegWrite_MEM), .in(RegWrite_EX), .reset, .clk);
	oneRegister Reg1(.out(MemtoReg_MEM), .in(MemtoReg_EX), .reset, .clk);
	oneRegister Reg2(.out(MemRead_MEM), .in(MemRead_EX), .reset, .clk);
	oneRegister Reg3(.out(MemWrite_MEM), .in(MemWrite_EX), .reset, .clk);
	adjustRegister #(5) adjReg2 (.out(Rd_MEM), .in(Rd_EX), .reset, .clk);
endmodule
`timescale 1ns/10ps
module adjustRegister #(parameter size = 64)(out, in, reset, clk);
	input logic [size-1:0]in;
	input logic clk, reset;
	output logic [size-1:0]out;
	genvar i;
	generate 
		for(i=0; i<size; i++) begin : regi
			D_FF flipflop(.q(out[i]), .d(in[i]), .reset, .clk(clk));
		end
	endgenerate
endmodule
`timescale 1ns/10ps
module oneRegister(out, in, reset, clk);
	input logic in;
	input logic clk, reset;
	output logic out;
	D_FF flipflop(.q(out), .d(in), .reset(1'b0), .clk(clk));
endmodule
### flow/run.sh
#!/bin/bash
# OpenROAD 26Q1-2900-gdf79404cd8, Yosys 0.63+post, stock flow scripts
make -C /OpenROAD-flow-scripts/flow DESIGN_CONFIG=/design/flow/config.mk WORK_HOME=/design/flow/orfs finish
==> qor.csv <==
metric;value;unit
outcome;finished clean;
DR DRC count;0;
VDD IR-drop max;0.680;mV
largest net degree at the start of global routing;49;
Vias/cell;3.00;
Syn Std Cell Area;2940;sq um
Cells after Synth;283;
All-Layer GR Usage;0.0690;
share of cells above drive strength 1;0.265;
unrepaired setup endpoints after global routing;yes;
Log Warnings;90;
initial antenna violation count;2;
final setup fails;0;
DP Area;3850;sq um
met2 WL post-DR;3530;microns
CTS resizes;240;
Lkg Pwr;1.76;nW
WHS;0.306;ns
CP delay by family, top;flip-flops;
WP buf/inv;1;
Ports;276;
Critical Path Max Stage Delay;0.31;ns
highest metal used;met5;
Post-Route WL;7260;microns
yosys cell count;283;
metal1 wirelength;2760;microns
Synth async-reset ratio;0;
total iterations of the first detailed-routing run;2;
clock sinks;73;
post-place setup slack;-0.0138;ns
CTS hold repair buffers;0;
Post-synth EDFFs;0;
Arr. time, crit path;0.75;ns
die span in y;140;microns
Cell area leaders;dfxtp_1, buf_4, nor2b_1, buf_2, buf_6;
die width;140;microns
ANT nets after route;0;
Largest type area fraction;0.497;
PD cells;1770;nW/um^2
post-DP HPWL;6010;microns
Worst setup EP type;output pin;
CTS tree;done;
Max Cap Violations;0;
Netlist cell types;6;
met3 WL;825;microns
critical path class;reg2out;
core footprint;14000;sq um
GP Congestion;0.753;
Critical Path End;Rd_ALU_mux_MEM[45];
Clock transition at path regs;0.05;ns
site row count;43;
post-layout period usage;0.954;
fill cell count;1499;
Critical Path Fanout Max;1;
logic area;672;sq um
final hold vios;0;
Min-Delay Path Class;in2reg;
most frequent cell after synthesis;buf_4;
first-pass GRT wire length;10700;microns
Levels on crit path;1;
Yosys warning count;69;
Slew Limit Fails;0;
Max clock buf depth;2;
register bit total from synthesis;73;
clock period minus worst slack;0.954;ns
CP Launch Point;adjReg1.regi[45].flipflop.q$_SDFF_PP0_;
vias in the first global route;1749;
critical-path cell list;buf_2;
YS chip area;2940;sq um
most frequent cells after synthesis;buf_4, dfxtp_1, nor2b_1, buf_2;
clk root buf;clkbuf_16;
Critical Path RT;0.80;ns
post-synth top area cell;dfxtp_1;
WL/cell;13.2;microns
Initial DRC Count;9;
H-tree levels;3;
sequential cell area;1470;sq um
Post-synth top flop;dfxtp_1;
P&R area growth vs syn;28.8;%
Final WS setup;0.0461;ns
Seq share, synth;0.497;
fmax;1050;MHz
Mapped Avg Cell Area;10.4;sq um
Init Core Util;0.210;
Congestion Overflow GR;0;
setup repair bufs after CTS;0;
die area;19600;sq um
CTS Buf Count;9;
IO buf count;147;
cell area after layout;3780;sq um
vias post-DR;1654;
Critical Path Slowest Stage Cell;dfxtp_2;
CP startpoint kind;flip-flop;
[per-stage QoR]
step	power, W	cells	setup TNS, ns	utilization
floorplan	0.00363	346	0	-
global placement	0.00391	535	-0.00345	0.275
detailed placement	0.00391	535	-0.0166	0.275
CTS	0.00689	550	0	0.270
global route	0.00708	550	-0.000410	0.270
finish	0.00671	551	0	0.271
[power breakdown]
group / switching (W) / internal [W] / total (W)
sequential: 0.0000318 / 0.00307 / 0.00310
clock: 0.00113 / 0.00190 / 0.00303
combinational: 0.000152 / 0.000422 / 0.000574
[layout make-up]
type                       count  share of cell area
timing repair buffer         149               0.300
sequential                    73               0.389
multi-input combinational    133               0.178
tap                          180              0.0595
antenna                        1            0.000661
clock buffer                  11              0.0615
clock inverter                 4              0.0119
[cells by family (layout without fill, tap and decap cells)]
group | Yosys count | count (layout) | synth area share
buf+inv | 140 | 164 | 0.355
flops | 73 | 73 | 0.497
other cells | 1 | 65 | 0.00128
simple gates | 69 | 69 | 0.147
[layer usage]
| metal | GRT usage | up-vias |
|---|---|---|
| met5 | 0 | - |
| met4 | 0.0120 | 2 |
| met3 | 0.0411 | 12 |
| met2 | 0.113 | 112 |
| met1 | 0.0763 | 713 |
| li1 | - | 815 |
[how the worst min path moves through the flow]
| stage | cells past startpoint | start | end |
|---|---|---|---|
| CTS | 1 | MemtoReg_EX | Reg1.flipflop.q$_DFF_P_ |
| global route | 1 | MemtoReg_EX | Reg1.flipflop.q$_DFF_P_ |
| finish | 1 | MemRead_EX | Reg2.flipflop.q$_DFF_P_ |
[registers in the layout, indices dropped and copies added, names as in the netlist]
name / count
adjReg2.regi.flipflop.q: 5
Reg2.flipflop.q: 1
Reg0.flipflop.q: 1
Reg1.flipflop.q: 1
adjReg1.regi.flipflop.q: 64
Reg3.flipflop.q: 1
[layout by cell type, fill, tap and decap left out, drive strengths merged]
cell type,synthesis,layout
clkbuf,0,11
clkinv,0,3
conb,1,64
clkdlybuf4s50,0,73
nor2b,69,69
bufinv,0,1
dfxtp,73,73
diode,0,1
buf,140,76
Power and IR drop assume default switching activity.
