<file path="flow/config.mk">
export PLATFORM = sky130hd
export DESIGN_NAME = ID_EX_Register
export DESIGN_NICKNAME = ID_EX_Register
export VERILOG_FILES = /design/flow/design.v
export SDC_FILE = /design/flow/constraint.sdc
export NUM_CORES = 4
export LEC_CHECK = 1
export CORE_AREA = 10 10 370 370
export DIE_AREA = 0 0 380 380
</file>
<file path="flow/constraint.sdc">
current_design ID_EX_Register

set clk_period 1.0
set clk_io_pct 0.2

create_clock -name clk0 -period $clk_period [get_ports {clk}]

set non_clock_inputs [all_inputs -no_clocks]
set_input_delay [expr $clk_period * $clk_io_pct] -clock clk0 $non_clock_inputs
set_output_delay [expr $clk_period * $clk_io_pct] -clock clk0 [all_outputs]
</file>
<file path="flow/design.v">
`timescale 1ns/10ps
module D_FF (q, d, reset, clk);
	output reg q;
	input d, reset, clk;
	always_ff @(posedge clk)
	if (reset)
	q <= 0;  
	else
	q <= d;  
endmodule
`timescale 1ns/10ps
module ID_EX_Register(Rd_ALU_mux_EX, Rd1_Reg_out_EX, Rn_EX, Rm_EX, Rd_EX, Rd2_Reg_out_EX, Add_4_EX, Reg2Loc_EX,
							 MemtoReg_EX, MemWrite_EX, Reg2PC_EX, enable_EX, RegWrite_EX, ALUOp_EX, Add2Reg_EX, SignExtend_EX, ALUSrc_EX,
							 Write_Data_EX, Add_offset_EX, Uncondbranch_EX, Branch_EX, MemRead_EX, BranchDFF_EX, 
							 Rd_ALU_mux_ID, Rd1_Reg_out_ID, Rn_ID, Rm_ID, Rd_ID, Rd2_Reg_out_ID, Reg2Loc,
							 Write_Data_ID, Add_offset_ID,  Uncondbranch_ID, Branch_ID, MemRead_ID, Add_4_ID,
							 MemtoReg_ID, MemWrite_ID, Reg2PC_ID, enable_ID, RegWrite_ID, ALUOp_ID, BranchDFF,
							 Add2Reg_ID, SignExtend_ID, ALUSrc_ID, reset, clk);
	output logic [4:0] Rn_EX, Rm_EX, Rd_EX; 
	output logic [63:0] Rd_ALU_mux_EX, Rd1_Reg_out_EX, Rd2_Reg_out_EX, SignExtend_EX, 
								Write_Data_EX, Add_offset_EX, Add_4_EX; 
	output logic Uncondbranch_EX, Branch_EX, MemRead_EX, BranchDFF_EX, Reg2Loc_EX,
			MemtoReg_EX, MemWrite_EX, Reg2PC_EX, enable_EX, RegWrite_EX, Add2Reg_EX, ALUSrc_EX;
	output logic [2:0] ALUOp_EX;
	input logic [4:0] Rn_ID, Rm_ID, Rd_ID; 
	input logic [63:0] Rd_ALU_mux_ID, Rd1_Reg_out_ID, Rd2_Reg_out_ID, SignExtend_ID, 
								Add_4_ID, Write_Data_ID, Add_offset_ID;
	input logic Uncondbranch_ID, Branch_ID, MemRead_ID, BranchDFF, Reg2Loc,
			MemtoReg_ID, MemWrite_ID, Reg2PC_ID, enable_ID, RegWrite_ID, Add2Reg_ID, ALUSrc_ID;
	input logic [2:0] ALUOp_ID;
	input logic reset, clk;
	adjustRegister #(5) adjReg0 (.out(Rn_EX), .in(Rn_ID), .reset, .clk);
	adjustRegister #(5) adjReg1 (.out(Rm_EX), .in(Rm_ID), .reset, .clk);
	adjustRegister #(5) adjReg2 (.out(Rd_EX), .in(Rd_ID), .reset, .clk);
	adjustRegister #(64) adjReg3(.out(Rd_ALU_mux_EX), .in(Rd_ALU_mux_ID), .reset, .clk);
	adjustRegister #(64) adjReg4(.out(Rd1_Reg_out_EX), .in(Rd1_Reg_out_ID), .reset, .clk);
	adjustRegister #(64) adjReg5(.out(Rd2_Reg_out_EX), .in(Rd2_Reg_out_ID), .reset, .clk);
	adjustRegister #(64) adjReg6(.out(SignExtend_EX), .in(SignExtend_ID), .reset, .clk);
	adjustRegister #(64) adjReg7(.out(Write_Data_EX), .in(Write_Data_ID), .reset, .clk);
	adjustRegister #(64) adjReg8(.out(Add_offset_EX), .in(Add_offset_ID), .reset, .clk);
	adjustRegister #(64) adjReg10(.out(Add_4_EX), .in(Add_4_ID), .reset, .clk);
	oneRegister Reg0 (.out(Uncondbranch_EX), .in(Uncondbranch_ID), .reset, .clk);
	oneRegister Reg1  (.out(Branch_EX), .in(Branch_ID), .reset, .clk);
	oneRegister Reg2 (.out(MemRead_EX), .in(MemRead_ID), .reset, .clk);
	oneRegister Reg3 (.out(MemtoReg_EX), .in(MemtoReg_ID), .reset, .clk);
	oneRegister Reg4 (.out(MemWrite_EX), .in(MemWrite_ID), .reset, .clk);
	oneRegister Reg5 (.out(Reg2PC_EX), .in(Reg2PC_ID), .reset, .clk);
	oneRegister Reg6 (.out(enable_EX), .in(enable_ID), .reset, .clk);
	oneRegister Reg7 (.out(RegWrite_EX), .in(RegWrite_ID), .reset, .clk);
	oneRegister Reg8 (.out(Add2Reg_EX), .in(Add2Reg_ID), .reset, .clk);
	oneRegister Reg9 (.out(ALUSrc_EX), .in(ALUSrc_ID), .reset, .clk);
	oneRegister Reg10 (.out(BranchDFF_EX), .in(BranchDFF), .reset, .clk);
	oneRegister Reg11 (.out(Reg2Loc_EX), .in(Reg2Loc), .reset, .clk);
	adjustRegister #(3) adjReg9 (.out(ALUOp_EX), .in(ALUOp_ID), .reset, .clk);
endmodule
`timescale 1ns/10ps
module adjustRegister #(parameter size = 64)(out, in, reset, clk);
	input logic [size-1:0]in;
	input logic clk, reset;
	output logic [size-1:0]out;
	genvar i;
	generate 
		for(i=0; i<size; i++) begin : regi
			D_FF flipflop(.q(out[i]), .d(in[i]), .reset, .clk(clk));
		end
	endgenerate
endmodule
`timescale 1ns/10ps
module oneRegister(out, in, reset, clk);
	input logic in;
	input logic clk, reset;
	output logic out;
	D_FF flipflop(.q(out), .d(in), .reset(1'b0), .clk(clk));
endmodule
</file>
<file path="flow/run.sh">
#!/bin/bash
# OpenROAD 26Q1-2900-gdf79404cd8, Yosys 0.63+post, stock flow scripts
make -C /OpenROAD-flow-scripts/flow DESIGN_CONFIG=/design/flow/config.mk WORK_HOME=/design/flow/orfs finish
</file>
==> impl_metrics.py <==
# Auto-generated metrics
metrics = {
    "run_status": {
        "run_status": "finished, violations left",
        "violations": "negative setup slack",
    },
    "logic_synthesis": {
        "synth_top_area_share": 0.590,
        "fa_ha_area_frac": 0,
        "ys_types": 5,
        "ys.flops": 478,
        "postSynthCellCount": 1462,
        "mux_area_frac": 0,
        "ys_seq_share": 0.590,
        "synth_xor_xnor_area_share": 0,
        "ys_top_cells_by_area": "dfxtp_1, buf_4, nor2b_1",
        "avgSynthCellArea_um2": 11.1,
        "synth.largest_area_cell": "dfxtp_1",
        "yosys_area_mm2": 0.0162,
        "top_logic_kind": "buffers and inverters",
        "ys_cells": 1462,
        "syn_area_mm2": 0.0162,
        "ys_warn_count": 1,
        "simple_gate_share": 0.180,
        "ys_sh_aoi": 0,
    },
    "sta": {
        "maxSlewViolCount": 0,
        "finalCritPeriodShare": 1.40,
        "finalSetupViolCount": 478,
        "worst_slack_ns": -0.400,
        "slew_headroom": 0.696,
        "hold_violations": 0,
        "tightest_slew_ns": 0.455,
        "fin_crit_ns": 1.40,
        "fmax_mhz": 714,
        "grt_setup_unrepaired": "true",
    },
    "global_routing": {
        "antenna_found_initial": 19,
        "grt_pass1_vias": 11300,
        "grt_usage": 0.0909,
        "grt_start_max_net_pins": 76,
        "grt_overflow": 0,
        "grt_pass1_wl_um": 92200,
    },
    "floorplan": {
        "die_area_mm2": 0.144,
        "fp_util": 0.126,
        "coreArea_mm2": 0.129,
        "io_pins": 958,
        "die_w_um": 380,
        "die_h_um": 380,
        "rows": 132,
    },
    "worst_setup_path": {
        "arrival_ns": 1.20,
        "slowest_delay_ns": 0.45,
        "worstSetupPathType": "reg -> out",
        "crit_cells": 1,
        "cp_cell_sequence": "buf_6",
        "critPathCaptureType": "output port",
        "cp-startpoint": "adjReg9.regi[0].flipflop.q",
        "crit_buf_inv": 1,
        "critPathRequiredTime_ns": 0.80,
        "start_kind": "register",
        "critical-path-top-delay-family": "flip-flops",
        "worstPathMaxFanout": 1,
        "cp_slowest_cell": "dfxtp_4",
        "cp-endpoint": "ALUOp_EX[0]",
    },
    "detailed_routing": {
        "wl_met1_um": 24800,
        "drc": 0,
        "firstDrtPassIters": 4,
        "drtAntennaViolNets": 0,
        "wl_met2_um": 33500,
        "via_count": 10600,
        "met3_wirelength_um": 7860,
        "drtIter0Drc": 246,
        "post_drt_via_cell_ratio": 2.76,
        "wire_per_inst_um": 17.7,
        "maxUsedRoutingLayer": "met5",
        "finalWirelength_um": 68000,
    },
    "cts": {
        "htreeDepth": 2,
        "clockBufferDepth": 3,
        "clock_sinks": 478,
        "numCtsBuffers": 56,
        "cts_tree": "done",
        "root_buffer": "clkbuf_16",
        "clkTransAtPathRegs_ns": 0.06,
    },
    "power_and_ir_drop": {
        "peakVddDrop_v": 0.00148,
        "total_power_mw": 46.7,
        "power.density_mw_per_mm2": 1850,
        "power_leakage_nw": 10.7,
    },
    "place": {
        "placed_cells": 3720,
        "placed_area_mm2": 0.0249,
        "dp_slack_ns": -0.383,
        "gp_congestion": 0.944,
        "dp_hpwl_um": 56300,
        "io_buffers": 957,
    },
    "finish": {
        "drive_gt1_frac": 0.375,
        "syn2layout_area_growth_pct": 56.0,
        "fin_cells": 3846,
        "final_cell_area_mm2": 0.0253,
        "fillers": 14100,
    },
    "job": {
        "tool_warnings": 27,
        "drv_cap": 0,
    },
    "min_path": {
        "worstHoldPathType": "in -> reg",
    },
}
==> through the flow <==
stage | setup TNS [ns] | util | hold WS (ns)
floorplan | 0 | - | 0.228
global placement | -29.71 | 0.193 | 0.506
detailed placement | -29.57 | 0.193 | 0.507
CTS | -154.13 | 0.194 | 0.00500
global route | -150.74 | 0.196 | 0.0413
finish | -113.97 | 0.196 | 0.0687
==> worst min-delay path by stage <==
stage | from | end | slack [ns] | cells past startpoint
after CTS | reset | adjReg3.regi[43].flipflop.q | 0.005 | 3
final | reset | adjReg3.regi[43].flipflop.q | 0.07 | 3
after global routing | reset | adjReg3.regi[43].flipflop.q | 0.04 | 3
==> per-layer routing <==
layer  track usage  vias to the layer above
met2         0.153                      555
li1              -                     5137
met4        0.0244                        6
met5             0                        -
met1         0.100                     4832
met3        0.0467                      100
==> state kept, by name, indices dropped and copies added (netlist names), 3 cells and up <==
| signal | flops |
|---|---|
| adjReg10.regi.flipflop.q | 64 |
| adjReg3.regi.flipflop.q | 64 |
| adjReg4.regi.flipflop.q | 64 |
| adjReg5.regi.flipflop.q | 64 |
| adjReg6.regi.flipflop.q | 64 |
| adjReg7.regi.flipflop.q | 64 |
| adjReg8.regi.flipflop.q | 64 |
| adjReg0.regi.flipflop.q | 5 |
| adjReg1.regi.flipflop.q | 5 |
| adjReg2.regi.flipflop.q | 5 |
| adjReg9.regi.flipflop.q | 3 |
==> layout by cell type, fill, tap and decap left out <==
cell type / n
clkdlybuf4s50_1: 478
nor2b_1: 466
buf_2: 413
dfxtp_1: 340
dfxtp_2: 113
buf_4: 69
buf_6: 65
clkbuf_16: 56
dfxtp_4: 25
clkbuf_8: 16
clkbuf_1: 13
dlygate4sd3_1: 13
buf_12: 8
diode_2: 7
bufinv_16: 6
inv_6: 5
clkinv_2: 4
clkinvlp_4: 3
clkinv_8: 1
inv_8: 1
inv_16: 1
buf_8: 1
==> timing repair <==
action	CTS	global route
gates resized	1774	79
buffers inserted	0	0
gates cloned	0	0
hold buffers	13	0
endpoints found under the hold margin	13	0
setup endpoints to repair	478	478
==> cell usage after synthesis <==
library cell	instances
clkbuf_1	17
buf_4	466
dfxtp_1	478
buf_2	35
nor2b_1	466
==> kinds of logic (layout without fill, tap and decap cells) <==
group	Yosys count	in the layout
other cells	0	7
buf+inv	518	1153
flops	478	478
simple gates	466	466
==> layout make-up <==
| type | count | area, µm² | area share |
|---|---|---|---|
| timing repair buffer | 1047 | 8410 | 0.332 |
| sequential | 478 | 9800 | 0.387 |
| clock buffer | 85 | 1670 | 0.0660 |
| antenna | 7 | 17.5 | 0.000692 |
| clock inverter | 21 | 314 | 0.0124 |
| tap | 1742 | 2180 | 0.0861 |
| multi-input combinational | 466 | 2920 | 0.115 |
==> power breakdown <==
| group | switching [mW] | internal [mW] |
|---|---|---|
| Clock | 8.70 | 13.1 |
| Combinational | 1.32 | 3.13 |
| Sequential | 0.356 | 20.1 |
| Total | 10.4 | 36.4 |
Power figures rest on the tool's default switching activity, not on a simulated workload.
