## design/flow/design.v

```verilog
`timescale 1ns/10ps
module D_FF (q, d, reset, clk);
	output reg q;
	input d, reset, clk;
	always_ff @(posedge clk)
	if (reset)
	q <= 0;  
	else
	q <= d;  
endmodule
module IF_ID_Register(Inst_ID, PC_out_ID, Add_4_ID, Inst_IF, PC_out_IF, Add_4_IF, clk, reset);
	output logic [31:0]Inst_ID;
	output logic [63:0]PC_out_ID, Add_4_ID;
	input logic [31:0]Inst_IF;
	input logic [63:0]PC_out_IF, Add_4_IF;
	input logic clk, reset;
	adjustRegister #(32) adjReg0 (.out(Inst_ID), .in(Inst_IF), .reset, .clk);
	adjustRegister #(64) adjReg1 (.out(PC_out_ID), .in(PC_out_IF), .reset, .clk);
	adjustRegister #(64) adjReg2 (.out(Add_4_ID), .in(Add_4_IF), .reset, .clk);
endmodule
`timescale 1ns/10ps
module adjustRegister #(parameter size = 64)(out, in, reset, clk);
	input logic [size-1:0]in;
	input logic clk, reset;
	output logic [size-1:0]out;
	genvar i;
	generate 
		for(i=0; i<size; i++) begin : regi
			D_FF flipflop(.q(out[i]), .d(in[i]), .reset, .clk(clk));
		end
	endgenerate
endmodule
```

## design/flow/run.sh

```bash
#!/bin/bash
# OpenROAD 26Q1-2900-gdf79404cd8, Yosys 0.63+post, stock flow scripts
make -C /OpenROAD-flow-scripts/flow DESIGN_CONFIG=/design/flow/config.mk WORK_HOME=/design/flow/orfs finish
```

## design/flow/config.mk

```make
export PLATFORM = sky130hd
export DESIGN_NAME = IF_ID_Register
export DESIGN_NICKNAME = IF_ID_Register
export VERILOG_FILES = /design/flow/design.v
export SDC_FILE = /design/flow/constraint.sdc
export NUM_CORES = 4
export LEC_CHECK = 1
export CORE_AREA = 10 10 216 216
export DIE_AREA = 0 0 226 226
```

## design/flow/constraint.sdc

```tcl
current_design IF_ID_Register

set clk_period 1.0
set clk_io_pct 0.2

create_clock -name clk0 -period $clk_period [get_ports {clk}]

set non_clock_inputs [all_inputs -no_clocks]
set_input_delay [expr $clk_period * $clk_io_pct] -clock clk0 $non_clock_inputs
set_output_delay [expr $clk_period * $clk_io_pct] -clock clk0 [all_outputs]
```

==> impl_metrics.yaml <==
# implementation run metrics
synth:
  synth.distinct_cells: 6
  ys_ff: 160
  ys_warn_count: 1
  synth.cell_area_um2: 5510
  synthTopCellsByArea: "dfxtp_1 58%, buf_4 22%, nor2b_1 16%"
  synth_area_leader_cell: "dfxtp_1"
  yosys_cells: 497
  netlist.area_leader.share_pct: 58.2
  yosys_area_um2: 5510
  ys_seq_share_pct: 58.2
  syn-instance-count: 497
  syn_avg_cell_area_um2: 11.1
timing:
  slew_violations: 0
  worst_slew_pin_slew_ns: 0.237
  rsz0062_at_grt: "true"
  worst_slack_ns: -0.164
  layout_min_cycle_time_ns: 1.16
  fin_crit_sh_pct: 116
  relSlewSlack_pct: 84.2
  setup_violations: 160
  fmax_ghz: 0.859
  final_hold_viol_count: 0
route:
  drc: 0
  dr_total_vias: 3396
  antenna_cells: 0
  drtAntennaViolNets: 0
  firstDrtPassIters: 3
  drt_wl_total_um: 17000
  dr.first_iter.drc_count: 77
  routedWlPerCell_um: 13.9
  viasPerCell: 2.78
status:
  status: "finished with violations"
  violations: "setup timing"
final_layout:
  syn_to_final_growth_pct: 47.2
  drive_above_1_share_pct: 34.2
  logic_area_um2: 1020
  flop_area_um2: 3250
  final_util_pct: 19.3
  final_common_cell: "clkdlybuf4s50_1"
  fill_cells: 4558
  lay_top_cells: "160 x clkdlybuf4s50_1, 147 x buf_2, 142 x nor2b_1"
power:
  p_clk_share_pct: 42.5
  intPower_mw: 11.0
  p_leak_nw: 3.49
  p_sw_mw: 3.19
  max-vdd-ir-drop_v: 0.00120
  p_per_area_nw_per_um2: 1750
  p_comb_share_pct: 9.4
  netSwitchingFraction_pct: 22.4
  design_power_total_mw: 14.2
  seqPwrFrac_pct: 48.0
placement:
  place_congestion: 0.810
  place_hpwl_um: 13700
  port_buffers: 321
grt:
  antenna_found_initial: 0
  grt_pass1_vias: 3551
  grt_pass1_wl_um: 24000
  grt_use_total_pct: 6.45
  grt_max_degree: 53
  grt_remaining_overflow: 0
setup_path:
  slowest_stage: "dfxtp_4"
  crit_fanout: 1
  cp_slowest_stage_delay_ns: 0.39
  crit_chain: "buf_6"
  crit_buf_inv: 1
  worstSetupPathType: "reg -> out"
  worstPathArrival_ns: 0.96
  start_kind: "register"
  end_kind: "primary output"
  path_delay_family: "flip-flops"
  startpoint: "adjReg1.regi[38].flipflop.q$_SDFF_PP0_"
  critPathRequiredTime_ns: 0.80
clocking:
  cts_inserted_buffers: 17
  clockBufferDepth: 2
  htreeDepth: 4
  clk_pin_slew_ns: 0.06
  clock-root-buffer: "clkbuf_16"
  cts_tree: "done"
  cts_num_sinks: 160
run:
  warning_count: 27
  drv_cap: 0
die:
  die_w_um: 226
  die_area_um2: 51100
  rows: 75
  coreArea_um2: 41900
  die_y_um: 226
  top_level_ports: 322
  fp_util_pct: 13.1
worst_hold_path:
  min_from: "reset"
  hp-class: "in -> reg"
==> synth_stat cells, drive strengths merged <==
master  instances
clkbuf          6
dfxtp         160
buf           171
nor2b         142
and2b          18
==> final cells by class <==
| class | instances | share of cell area, % |
|---|---|---|
| timing repair buffer | 332 | 32.2 |
| multi-input combinational | 160 | 12.6 |
| sequential | 160 | 40.1 |
| clock buffer | 21 | 5.68 |
| tap | 539 | 8.32 |
| clock inverter | 11 | 1.00 |
==> power by group through the flow <==
stage	sequential, mW	combinational (mW)	clock (mW)
finish	6.82	1.34	6.04
global route	6.85	1.48	6.63
CTS	6.83	1.38	6.43
==> final timing paths <==
check	endpoint	slack, ns	cells past startpoint
min	adjReg1.regi[36].flipflop.q$_SDFF_PP0_	0.19	3
max	PC_out_ID[38]	-0.16	1
==> kinds of logic (layout without fill, tap and decap cells) <==
logic type	after synthesis	count (layout)	synth area share (%)
buf+inv	177	364	23.3
flops	160	160	58.2
simple gates	160	160	18.6
==> sequential cells by signal (all words and copies together), names as in the netlist <==
register                 flops
adjReg1.regi.flipflop.q     64
adjReg2.regi.flipflop.q     64
adjReg0.regi.flipflop.q     32
==> metrics by stage <==
| step | setup TNS [ns] | worst slack, ns | hold slack [ns] | area, um^2 | std cells |
|---|---|---|---|---|---|
| final | -11.94 | -0.164 | 0.188 | 8110 | 1223 |
| after global routing | -22.03 | -0.223 | 0.179 | 8110 | 1223 |
| after CTS | -23.77 | -0.235 | 0.142 | 8090 | 1223 |
| after detailed placement | -1.85 | -0.204 | 0.466 | 8220 | 1190 |
| after global placement | -1.96 | -0.208 | 0.459 | 8220 | 1190 |
| after floorplan | 0 | 0.258 | 0.325 | 5510 | 497 |
==> metal layers <==
layer / track usage [%] / wire [um] / vias to the layer above
met4: 1.22 / 360 / 0
li1: - / - / 1683
met2: 9.95 / 7550 / 219
met3: 4.72 / 2750 / 20
met5: 0 / 0 / -
met1: 7.09 / 6360 / 1474
==> repair_timing <==
item                                    CTS  global route
endpoints found under the hold margin     1             0
endpoints found under the setup margin  160           160
hold buffers                              1             0
resized                                 559             8
setup buffers                             0             0
Power figures rest on the tool's default switching activity, not on a simulated workload.
